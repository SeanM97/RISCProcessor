==> ./design.v <==
`timescale 1ns / 1ps
module clk_500hz(clk, reset, clk_out);
	 input	clk, reset;
	 output	clk_out;
	 reg		clk_out;
	 integer i;
	always @(posedge clk or posedge reset) begin
		if (reset == 1'b1) begin
			i = 0;
			clk_out = 0;
		end
		else begin
			i = i + 1;
				if (i >= 100000) begin
					clk_out = ~clk_out;	 
					i = 0;
				end  
			end  
		end  
endmodule
==> ./run.sh <==
#!/bin/bash
# OpenROAD 26Q1-2900-gdf79404cd8, Yosys 0.63+post, stock flow scripts
make -C /OpenROAD-flow-scripts/flow DESIGN_CONFIG=/design/flow/config.mk WORK_HOME=/design/flow/orfs finish
==> ./config.mk <==
export PLATFORM = sky130hd
export DESIGN_NAME = clk_500hz
export DESIGN_NICKNAME = clk_500hz
export VERILOG_FILES = /design/flow/design.v
export SDC_FILE = /design/flow/constraint.sdc
export NUM_CORES = 4
export LEC_CHECK = 1
export CORE_AREA = 10 10 108 108
export DIE_AREA = 0 0 118 118
==> ./constraint.sdc <==
current_design clk_500hz

set clk_period 6.4
set clk_io_pct 0.2

create_clock -name clk0 -period $clk_period [get_ports {clk}]

set non_clock_inputs [all_inputs -no_clocks]
set_input_delay [expr $clk_period * $clk_io_pct] -clock clk0 $non_clock_inputs
set_output_delay [expr $clk_period * $clk_io_pct] -clock clk0 [all_outputs]
==> results_dict.tcl <==
# place-and-route summary
set metrics [dict create \
    status "completed" \
    top_cells_by_count "33 x dfrtp_1, 20 x nor2_1, 20 x nor2_2" \
    ff_type "dfrtp_1" \
    cts_tree "done" \
    yosys_warnings 1 \
    fmax_mhz 318 \
    wl_met2_microns 1650 \
    grt_usage 0.0538 \
    p_switching_uw 77.4 \
    p_clk_frac 0.426 \
    crit_path_start_kind "register" \
    hold_violations 0 \
    die_w_microns 118 \
    n_antenna_cell 0 \
    yosys_cells 213 \
    seq_area_sq_um 826 \
    yosys.cell_types.count 51 \
    ant_nets 0 \
    route.met3.wl_microns 60 \
    post_cts_resized 0 \
    post-route-drc-count 0 \
    critPathArrivalTime_ns 3.36 \
    gp_routability_congestion 0.839 \
    warning_count 25 \
    grt_pass1_vias 1379 \
    path_class "register to register" \
    synth_top_area_share 0.397 \
    seq_power_share 0.560 \
    finalPower_uw 372 \
    synth_area_sq_um 2080 \
    ir_worst_vdd_mv 0.110 \
    route.vias.total 1471 \
    portBuffers 2 \
    drive_above_1_share 0.214 \
    ys_area_sq_um 2080 \
    intPower_uw 295 \
    clk_pin_slew_ns 0.06 \
    synth.most_common_cell "dfrtp_1" \
    fp.coreArea_sq_um 9280 \
    fin_setup_tns_ns 0 \
    min_period_over_period 0.492 \
    topCellsByArea "dfrtp_1 40%, xnor2_1 8.0%, nor2_2 6.0%, xor2_1 5.9%, nor2_1 3.6%" \
    avgSynthCellArea_sq_um 9.77 \
    drv_slew 0 \
    relSlewSlack 0.679 \
    synth_flops 33 \
    synth_seq_share 0.397 \
    yosysTopAreaCell "dfrtp_1" \
    die-area_sq_um 13900 \
    cts-htree-levels 2 \
    fp_util 0.224 \
    syn_inst 213 \
    edf_count 0 \
    io_pins 3 \
    worst_clock_skew_ns 0.00472 \
    setup_viol 0 \
    worstHoldPathType "register to register" \
    clockBufferDepth 2 \
    ff2ff_setup_slack_ns 3.25 \
    antenna_found_initial 0 \
    row_count 35 \
    cp_data_required_time_ns 6.61 \
    rsz0062_at_grt "no" \
    area_growth_syn_to_layout_pct 10.8 \
    insertion_delay_ns 0.29 \
    holdBufCountCts 0 \
    drt_iter0_markers 78 \
    top_layer "met4" \
    comb_area_sq_um 1180 \
    p_sw_frac 0.208 \
    dp_hpwl_microns 2590 \
    grt_max_degree 34 \
    p_leak_nw 0.877 \
    powerDensity_nw_per_um2 161 \
    drt-vias-per-instance 4.28 \
    dr.pass1.iters 4 \
    async_reset_ff_frac 1.00 \
    drv_cap 0 \
    fillerInstances 1018 \
    hold_ws_ns 0.464 \
    numCtsBuffers 5 \
    clock-sinks 33 \
    wire_per_inst_microns 11.0 \
    p_comb_frac 0.014 \
    finalCriticalPeriod_ns 3.15 \
    grt_pass1_wl_microns 6640 \
    worst_pin_slew_ns 0.479 \
    cts_setup_buffers 0 \
    wl_met1_microns 1990 \
    wl_microns 3780 \
    root_buffer "clkbuf_8" \
    end_kind "register" \
    worst-path-max-fanout 26 \
    die_h_microns 118 \
    grt_overflow 0 \
]
cells by family after synthesis:
logic type	Yosys count	share of synthesized area
AND/OR/NAND/NOR	114	0.335
AND-OR/OR-AND	16	0.0697
XOR/XNOR	34	0.147
flip-flops	33	0.397
multiplexers	2	0.00962
adder cells (fa/ha/maj)	1	0.00601
buffers and inverters	13	0.0360
power by group through the flow:
stage	Clock, mW	Sequential, mW	Combinational [mW]
after CTS	0.164	0.209	0.00550
final	0.159	0.209	0.00505
after global routing	0.173	0.208	0.00592
worst paths after layout:
kind	startpoint	to	cells after the start
max in group asynchronous	reset	i[6]$_DFF_PP0_	3
worst max-delay path	i[6]$_DFF_PP0_	clk_out$_DFFE_PP0P_	9
worst min register to register	clk_out$_DFFE_PP0P_	clk_out$_DFFE_PP0P_	1
worst min-delay path	clk_out$_DFFE_PP0P_	clk_out$_DFFE_PP0P_	1
worst max register to register	i[6]$_DFF_PP0_	clk_out$_DFFE_PP0P_	9
min in group asynchronous	reset	i[17]$_DFF_PP0_	3
layout by cell type, fill, tap and decap left out, types with 3 or more instances in the layout:
cell / count
clkbuf_8: 6
nand2_1: 17
nor2_1: 20
and3_1: 4
nor3_1: 11
nor2_2: 20
and4_2: 3
xnor2_1: 19
xor2_1: 14
nand3_1: 8
nand4_1: 8
dfrtp_1: 33
inv_1: 3
state kept, by name, indices dropped and copies added, names as in the netlist:
register	cells
clk_out	1
i	32
metal layers:
layer  up-vias  global-route usage
li1        757                   -
met1       693              0.0798
met2        14              0.0818
met3         7             0.00778
met4         0              0.0100
met5         -                   0
through the flow:
| step | setup WS (ns) | area, sq um | cells | utilization |
|---|---|---|---|---|
| after floorplan | 3.90 | 2080 | 213 | - |
| after global placement | 3.35 | 2220 | 337 | 0.239 |
| after detailed placement | 3.23 | 2220 | 337 | 0.239 |
| after CTS | 3.22 | 2310 | 344 | 0.248 |
| after global routing | 3.06 | 2310 | 344 | 0.248 |
| final | 3.25 | 2310 | 344 | 0.248 |
layout make-up:
type                            count  share of cell area
Multi-Input combinational cell    167               0.512
Sequential cell                    33               0.358
Tap cell                          129              0.0700
Clock buffer                        7              0.0374
Timing Repair Buffer                4              0.0152
Inverter                            4             0.00705
critical path, stage by stage (launching register included):
cell,delay [ns]
dfrtp_1,0.44
nand4_1,0.43
or3_4,0.55
or2_4,0.29
nor4_4,0.25
xnor2_2,0.22
clkinv_2,0.13
a41oi_4,0.17
buf_4,0.39
xor2_1,0.19
Power is estimated from default activity; no workload was simulated.
