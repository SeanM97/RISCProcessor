==> design/flow/design.v <==
`timescale 1ns / 1ps
module Display_Controller(
    input clk,
    input reset,
    input [3:0] seg7,
    input [3:0] seg6,
    input [3:0] seg5,
    input [3:0] seg4,
    input [3:0] seg3,
    input [3:0] seg2,
    input [3:0] seg1,
    input [3:0] seg0,
    output a7, a6, a5, a4, a3, a2, a1, a0,
    output a, b, c, d, e, f, g
    );
	 wire [3:0] Y;
	 wire [2:0] seg_sel;
	 pixel_clk  pixel_clock (.reset(reset), 
                      .clk_in(clk), 
                      .clk_out(clk_480));
    pixel_controller  pix_controller (.clk(clk_480), 
                             .reset(reset), 
                             .a0(a0), 
                             .a1(a1), 
                             .a2(a2), 
                             .a3(a3), 
                             .a4(a4), 
                             .a5(a5), 
                             .a6(a6), 
                             .a7(a7), 
                             .seg_sel(seg_sel));
	 ad_mux multiplexer (.d7(seg7),
								.d6(seg6),
								.d5(seg5),
								.d4(seg4),
								.d3(seg3),
								.d2(seg2),
								.d1(seg1),
								.d0(seg0),
								.sel(seg_sel),
								.Y(Y));
	 hexTo7segment hex7seg (.hex(Y),
						.a(a),
						.b(b),
						.c(c),
						.d(d),
						.e(e),
						.f(f),
						.g(g));
endmodule
`timescale 1ns / 1ps
module ad_mux(
    input [3:0] d7,
    input [3:0] d6,
    input [3:0] d5,
    input [3:0] d4,
    input [3:0] d3,
    input [3:0] d2,
    input [3:0] d1,
    input [3:0] d0,
    input [2:0] sel,
    output reg [3:0] Y
    );
	 always @(*)
	 case (sel)
		3'b000: Y <= d0;
		3'b001: Y <= d1;
		3'b010: Y <= d2;
		3'b011: Y <= d3;
		3'b100: Y <= d4;
		3'b101: Y <= d5;
		3'b110: Y <= d6;
		3'b111: Y <= d7;
		default : Y <= d0;
	 endcase
endmodule
`timescale 1ns / 1ps
module hexTo7segment(hex, a, b, c, d, e, f, g);
    input [3:0] hex;
    output a, b, c, d, e, f, g;
	assign {a, b, c, d, e, f, g} = ( hex == 4'b0000) ? 7'b0000001 :
											( hex == 4'b0001) ? 7'b1001111 :
											( hex == 4'b0010) ? 7'b0010010 :
											( hex == 4'b0011) ? 7'b0000110 :
											( hex == 4'b0100) ? 7'b1001100 :
											( hex == 4'b0101) ? 7'b0100100 :
											( hex == 4'b0110) ? 7'b0100000 :
											( hex == 4'b0111) ? 7'b0001111 :
											( hex == 4'b1000) ? 7'b0000000 :
											( hex == 4'b1001) ? 7'b0000100 :
											( hex == 4'b1010) ? 7'b0001000 :
											( hex == 4'b1011) ? 7'b1100000 :
											( hex == 4'b1100) ? 7'b0110001 :
											( hex == 4'b1101) ? 7'b1000010 :
											( hex == 4'b1110) ? 7'b0110000 :
											( hex == 4'b1111) ? 7'b0111000 :
																		7'b1111111;
endmodule
`timescale 1ns / 100ps
module pixel_clk(reset, clk_in, clk_out);
	input reset, clk_in;
	output clk_out;
	reg clk_out;
	integer 	i;
	always @(posedge clk_in, posedge reset)begin
		if(reset == 1'b1)
		begin
			i = 0;
			clk_out = 0;
		end
		else begin
			i = i + 1;
			if(i >= 17'd104166) begin
				clk_out = ~clk_out;
				i = 0;
				end  
			end 
		end  
endmodule
`timescale 1ns / 1ps
module pixel_controller(
    input clk,
    input reset,
    output reg a7,
    output reg a6,
    output reg a5,
    output reg a4,
    output reg a3,
    output reg a2,
    output reg a1,
    output reg a0,
    output [2:0] seg_sel
    );
	 reg [2:0] present_state;
	 reg [2:0] next_state;
	 always @(present_state)
	 case (present_state)
		3'b000 : next_state = 3'b001;
		3'b001 : next_state = 3'b010;
		3'b010 : next_state = 3'b011;
		3'b011 : next_state = 3'b100;
		3'b100 : next_state = 3'b101;
		3'b101 : next_state = 3'b110;
		3'b110 : next_state = 3'b111;
		3'b111 : next_state = 3'b000;
		default next_state = 3'b000;
	 endcase
	 always @(posedge clk, posedge reset)
		if (reset == 1'b1)
			present_state = 3'b0;
		else 
			present_state = next_state;
	 always @(present_state)
		case (present_state)	 
			3'b000 : {a7, a6, a5, a4, a3, a2, a1, a0} = 8'b1111_1110;  
			3'b001 : {a7, a6, a5, a4, a3, a2, a1, a0} = 8'b1111_1101;  
			3'b010 : {a7, a6, a5, a4, a3, a2, a1, a0} = 8'b1111_1011;  
			3'b011 : {a7, a6, a5, a4, a3, a2, a1, a0} = 8'b1111_0111;  
			3'b100 : {a7, a6, a5, a4, a3, a2, a1, a0} = 8'b1110_1111;  
			3'b101 : {a7, a6, a5, a4, a3, a2, a1, a0} = 8'b1101_1111;  
			3'b110 : {a7, a6, a5, a4, a3, a2, a1, a0} = 8'b1011_1111;  
			3'b111 : {a7, a6, a5, a4, a3, a2, a1, a0} = 8'b0111_1111;  
			default  {a7, a6, a5, a4, a3, a2, a1, a0} = 8'b1111_1110;  
		endcase
	 assign seg_sel = present_state;
endmodule
==> design/flow/run.sh <==
#!/bin/bash
# OpenROAD 26Q1-2900-gdf79404cd8, Yosys 0.63+post, stock flow scripts
make -C /OpenROAD-flow-scripts/flow DESIGN_CONFIG=/design/flow/config.mk WORK_HOME=/design/flow/orfs finish
==> design/flow/config.mk <==
export PLATFORM = sky130hd
export DESIGN_NAME = Display_Controller
export DESIGN_NICKNAME = Display_Controller
export VERILOG_FILES = /design/flow/design.v
export SDC_FILE = /design/flow/constraint.sdc
export NUM_CORES = 4
export LEC_CHECK = 1
export CORE_UTILIZATION = 40
==> design/flow/constraint.sdc <==
current_design Display_Controller

set clk_period 3.5
set clk_io_pct 0.2

create_clock -name clk0 -period $clk_period [get_ports {clk}]

set non_clock_inputs [all_inputs -no_clocks]
set_input_delay [expr $clk_period * $clk_io_pct] -clock clk0 $non_clock_inputs
set_output_delay [expr $clk_period * $clk_io_pct] -clock clk0 [all_outputs]
==> results.yml <==
# physical design summary
routing:
  routed_wl_um: 5238
  via_count: 2129
  post-route-drc-count: 0
  route.antenna.remaining_nets: 0
  post_drt_wl_per_cell_um: 12.81
  drtIter0Drc: 56
  n_antenna_cell: 0
  drt-pass1-iter-count: 4
  vias_per_cell: 5.205
floorplanning:
  num_rows: 27
  fp.coreArea_um2: 5675
  ioPinCount: 49
  initial_core_util_pct: 42.66
  die_width_um: 79.80
  die-height_um: 79.80
  fp.dieArea_um2: 6368
outcome:
  outcome: "complete, no violations"
clock_network:
  cts_made_buffers: 5
  ctsLongestPathBuffers: 2
  insertion_delay_ns: 0.29
  cts_tree: "yes"
  ctsRootBufferMaster: "sky130_fd_sc_hd__clkbuf_8"
  holdBufCountCts: 0
  ctsHtreeMaxLevel: 2
  path_clk_slew_ns: 0.07
setup_path:
  critPathKind: "input pin to primary output"
  worst_setup_path_endpoint: "c"
  cpPeakStageDelay_ns: 0.50
  path_cells: "clkdlybuf4s50_1 > a222oi_1 > nor2b_1 > nor4_2 > buf_4 > buf_4 > o21ai_1 > o22ai_1 > clkdlybuf4s50_1"
  worst_setup_path_start_kind: "input pin"
  critical_path.reg2reg.endpoint: "pixel_clock.clk_out"
  worstPathArrival_ns: 2.67
  cp.required_ns: 2.80
  reg2reg_depth: 10
  crit_start: "seg6[3]"
  critPathBufInv: 4
  cpMaxStageDelayCell: "sky130_fd_sc_hd__clkdlybuf4s50_1"
  critPathMaxFanout: 2
  r2r_slack_ns: 0.30
  cell_type_group_with_the_largest_total_delay_on_the_critical_path: "buffers and inverters"
  regToRegStartpoint: "pixel_clock.i[0]"
  timing.critical_path.to_type: "primary output"
  critical_path_depth: 9
cells_and_area:
  layoutNonFillerInstCount: 409
  signed_area_change_from_the_synthesized_netlist_to_the_final_layout_pct: 33.23
  drive_above_1_share_pct: 16.02
  final.fill_count: 518
  finish.instance_area_um2: 3226
synth:
  xor_area_share_pct: 7.235
  syn_avg_cell_area_um2: 9.171
  synth_simple_gate_area_share_pct: 27.75
  synth-adder-area-share_pct: 3.514
  netlist_top_cells_count: "sky130_fd_sc_hd__dfrtp_1 (36), sky130_fd_sc_hd__nor2_1 (22), sky130_fd_sc_hd__nand2_1 (20)"
  ys_seq_share_pct: 37.21
  synth-main-ff-cell: "sky130_fd_sc_hd__dfrtp_1"
  ys.flops: 36
  synth_cell_type_count: 60
  async_flop_share_pct: 100.0
  aoi_share_pct: 16.74
  synth_largest_type_area_fraction_pct: 37.21
  top_logic_kind: "simple AND/OR/NAND/NOR gates"
  synth.area.mux_share_pct: 2.532
  synth.most_common_cell: "sky130_fd_sc_hd__dfrtp_1"
  synth-edff-count: 0
  ys_chip_area_um2: 2421
  topCellsByArea: "sky130_fd_sc_hd__dfrtp_1 (37%), sky130_fd_sc_hd__xor2_1 (4.0%), sky130_fd_sc_hd__nor2_1 (3.4%)"
  yosys_warnings: 4
  yosysTopAreaCell: "sky130_fd_sc_hd__dfrtp_1"
  yosysCellCount: 264
  synthesis.instances: 264
  synthesis.area_um2: 2421
placed_design:
  sum_of_net_half_perimeters_after_detailed_placement_um: 3872
  gpl.final_weighted_congestion: 0.8423
  detailedPlace.worstSlack_ns: -0.1541
  postPlaceCellArea_um2: 3073
  numPortBuffers: 48
  dpl.cell_count: 399
timing:
  final_max_slew_viol_count: 0
  final.setup.worst_slack_ns: 0.1295
  slew_headroom_pct: 63.93
  untimed_endpoints: 11
  clock-skew-final_ns: 0.007725
  max_freq_mhz: 296.7
  tightestPinTransition_ns: 0.5410
  min_period_over_period_pct: 96.30
  unclocked_pins: 3
  rsz_0062_raised_after_global_routing: "false"
  period_needed_ns: 3.370
  final_hold_viol_count: 0
  finish_stage_setup_viols: 0
hold_path:
  worst_hold_path_type: "register to register"
job:
  max-cap-violations: 0
  total_number_of_warnings_across_the_stage_logs: 29
grt:
  via_count_of_the_first_global_routing_pass: 1887
  grt_max_degree: 37
  grt_pass1_wl_um: 8376
  grt.total_usage_pct: 16.91
  grt_antenna_before_repair: 0
  grt_overflow: 0
power:
  p_leak_nw: 1.317
  maximum_vdd_drop_v: 0.0002525
  power_density_nw_per_um2: 245.8
[worst min path at each step]
stage	endpoint	slack, ns	depth (start not counted)	startpoint
finish	pixel_clock.clk_out	0.51	1	pixel_clock.clk_out
CTS	pixel_clock.clk_out	0.52	1	pixel_clock.clk_out
global route	pixel_clock.clk_out	0.55	1	pixel_clock.clk_out
[power breakdown]
| part | switching [mW] | total [mW] | internal [mW] |
|---|---|---|---|
| combinational | 0.0392 | 0.106 | 0.0670 |
| sequential | 0.00955 | 0.400 | 0.390 |
| clock | 0.147 | 0.287 | 0.139 |
[repair_timing]
item | in CTS | in global routing
cloned | 0 | 0
gates resized | 17 | 3
endpoints found under the setup margin | 6 | 3
setup buffers | 0 | 2
pin swaps | 2 | 1
[final cells by class]
| type | instances | area, um2 | share of cell area (%) |
|---|---|---|---|
| well taps | 72 | 90.09 | 2.793 |
| inverters | 13 | 48.80 | 1.513 |
| clock inverters | 3 | 22.52 | 0.6982 |
| flip-flops and latches | 36 | 900.9 | 27.93 |
| multi-input cells | 217 | 1501 | 46.55 |
| clock buffers | 5 | 68.82 | 2.133 |
| repair buffers | 63 | 593.1 | 18.39 |
[per-layer routing]
layer	part of all wire [%]	global-route usage (%)	up-vias
met2	43	27.61	60
met4	0.46	1.607	0
met1	49	25.00	966
met5	0	0	-
li1	-	-	1101
met3	7.7	3.132	2
[metrics by stage]
stage          power [mW]  hold WS [ns]  util, %  TNS, ns
2_1_floorplan      0.4437        0.4697        -        0
3_3_place_gp       0.5112        0.5025    54.14  -0.4167
3_5_place_dp       0.5118        0.5086    54.14  -0.6139
4_1_cts            0.8026        0.5185    56.35        0
5_1_grt            0.8290        0.5541    56.83        0
6_report           0.7927        0.5144    56.83        0
[registers in the layout, indices dropped and copies added (netlist names)]
| signal | count |
|---|---|
| pix_controller.present_state | 3 |
| pixel_clock.i | 32 |
| pixel_clock.clk_out | 1 |
[cell families after synthesis]
group,after synthesis
adder cells (fa/ha/maj),7
other,1
multiplexers,6
flip-flops,36
buffers and inverters,25
XOR/XNOR,20
AND/OR/NAND/NOR,112
AND-OR/OR-AND,57
[layout by cell type, fill, tap and decap left out, drive strengths merged, types with 8 or more instances in the layout]
master         instances
conb                  15
inv                   13
dfrtp                 36
buf                   15
and3                   8
nand2                 20
nand3                 10
nand4                 10
xor2                  11
clkdlybuf4s50         42
o21ai                  8
nor2                  32
a21oi                 13
xnor2                  9
[worst reg2reg max path: stages (launching register included)]
cell and delay [ns]:
sky130_fd_sc_hd__dfrtp_1 0.46, sky130_fd_sc_hd__ha_1 0.26, sky130_fd_sc_hd__nand2_1 0.10, sky130_fd_sc_hd__nor3_2 0.39, sky130_fd_sc_hd__and3_1 0.26, sky130_fd_sc_hd__and4b_1 0.20
sky130_fd_sc_hd__a311oi_1 0.05, sky130_fd_sc_hd__or4_1 0.41, sky130_fd_sc_hd__or4_1 0.52, sky130_fd_sc_hd__buf_4 0.25, sky130_fd_sc_hd__xor2_1 0.18
No activity file was given, so power comes from the tool's default toggle rates.
